File: config.mk
export PLATFORM = sky130hd
export DESIGN_NAME = apb_m
export DESIGN_NICKNAME = apb_m
export VERILOG_FILES = /design/flow/design.v
export SDC_FILE = /design/flow/constraint.sdc
export NUM_CORES = 4
export LEC_CHECK = 1
export CORE_AREA = 10 10 75 75
export DIE_AREA = 0 0 85 85
File: constraint.sdc
current_design apb_m

set clk_period 1.5
set clk_io_pct 0.2

create_clock -name clk0 -period $clk_period [get_ports {pclk}]

set non_clock_inputs [all_inputs -no_clocks]
set_input_delay [expr $clk_period * $clk_io_pct] -clock clk0 $non_clock_inputs
set_output_delay [expr $clk_period * $clk_io_pct] -clock clk0 [all_outputs]
File: design.v
module apb_m
(input [3:0] addrin,
 input [7:0] datain,
 input pclk,
 input newd,
 input wr,
 input presetn,
 input [7:0] prdata,
 input pready,
 output reg [3:0] paddr,
 output reg penable,
 output reg psel,
 output reg pwrite,
 output reg [7:0] pwdata,
 output [7:0] dataout
);
localparam reset   = 0;
localparam idle    = 1;
localparam setup   = 2;
localparam enable  = 3;
reg [1:0] state,nstate;
always@(posedge pclk) begin
    if(presetn) begin 
        state <= nstate;
    end
    else begin
        state <= reset;
    end
end
always@(*) begin  
    case(state)
        reset : begin
            psel = 'd0;
        end
        idle : begin
            psel = 'd0;
        end
        setup : begin
            psel = 'd1;
        end
        enable : begin
            psel = 'd1;
        end
        default : psel = 'd0;
    endcase
end
always@(*) begin
    case(state)
        reset : begin
            if(presetn) begin
                nstate = idle;
            end
            else begin 
                nstate = reset;
            end
        end
        idle : begin
            if(newd) begin
                nstate = setup;
            end
            else begin
                nstate = idle;
            end
        end
        setup : begin
            if(psel) begin
                nstate = enable;
            end
            else begin
                nstate = setup;
            end
        end
        enable : begin  
            if(newd) begin
                if(pready) begin 
                    nstate = setup;
                end
                else begin
                    nstate = enable;
                end
            end
        end
    endcase
end
always@(*) begin
    case(state)
        reset : begin
            paddr   = 'd0;
            psel    = 'd0;
            pwrite  = 'd0;
            penable = 'd0;
            pwdata  = 'd0;
        end
        idle : begin
            paddr   = 'd0;
            psel    = 'd0;
            pwrite  = 'd0;
            penable = 'd0;
            pwdata  = 'd0;
        end
        setup : begin
            psel   = 'd1;
            if(~wr) begin  
                pwrite  = wr;
                paddr   = addrin;
                pwdata  = datain;
                penable = 'd0;
            end
            else begin
                pwrite  = ~wr;
                paddr   = addrin;
                penable = 'd0;
            end
        end
        enable : begin
            penable  = 'd1;
        end
    endcase
end
   assign dataout = (penable == 'd1 && pready == 'd1 && pwrite == 'd1) ? prdata : 'd0;
endmodule
File: run.sh
#!/bin/bash
# OpenROAD 26Q1-2900-gdf79404cd8, Yosys 0.63+post, stock flow scripts
make -C /OpenROAD-flow-scripts/flow DESIGN_CONFIG=/design/flow/config.mk WORK_HOME=/design/flow/orfs finish
==> changes_impl.md <==
## Implementation

- Distinct lib cells: 15
- Cell taking the most area after synthesis: dlxtn_1
- Area leader share: a little over two fifths
- Cell area leaders: dlxtn_1 (43%), and2_2 (19%), buf_4 (13%), dfxtp_1 (7.7%), and2_1 (3.6%)
- Status: aborted with a tool error
- Ys Warns: 1
- Error: ERROR: Found 1 problems in 'check -assert'.
- Ys cells: approximately 52
- YS chip area: roughly 520 µm²
- Fail Step: 1_2_yosys
- FF+latch count, synth: 17
Yosys cell counts:
cell	instances
dlxtn_1	15
and2_2	13
buf_4	9
and2_1	3
dfxtp_1	2
a21bo_2	1
buf_6	1
clkbuf_1	1
conb_1	1
nor2_1	1
nor2b_1	1
nor2b_4	1
o21a_1	1
o31ai_1	1
or2_1	1
logic make-up after synthesis:
group	share of synthesized area (%)
latches	43.1
AND/OR/NAND/NOR	28.0
AND-OR/OR-AND	4.79
buffers and inverters	15.8
flip-flops	7.66
other	0.717
